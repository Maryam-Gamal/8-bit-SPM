**design/flow/constraint.sdc**
```tcl
current_design main

set clk_period 8.1
set clk_io_pct 0.2

create_clock -name clk0 -period $clk_period [get_ports {sys_clk}]

set non_clock_inputs [all_inputs -no_clocks]
set_input_delay [expr $clk_period * $clk_io_pct] -clock clk0 $non_clock_inputs
set_output_delay [expr $clk_period * $clk_io_pct] -clock clk0 [all_outputs]
```
**design/flow/design.v**
```verilog
`timescale 1ns / 1ps
module BCD #(parameter p = 18)(input[14:0] in,output reg [19:0] bcd);
    integer i;
    always @(in) begin
        bcd = 20'b0;
        for (i = 14; i >= 0; i = i - 1) begin
            if (bcd[3:0] > 4) begin
                bcd[3:0] = bcd[3:0] + 3;
            end if (bcd[7:4] > 4) begin
                bcd[7:4] = bcd[7:4] + 3;
            end if (bcd[11:8] > 4) begin
                bcd[11:8] = bcd[11:8] + 3;
            end if (bcd[15:12] > 4) begin
                bcd[15:12] = bcd[15:12] + 3;
            end if (bcd[19:16] > 4) begin
                bcd[19:16] = bcd[19:16] + 3;
            end
            bcd = {bcd[18:0], in[i]};
        end
    end
endmodule
`timescale 1ns / 1ps
module SevenSeg(input [1:0] en, input [3:0] num, output reg [6:0] segments, output reg[3:0] anode_active);
    always @ (*) begin
        case(en) 
            0: anode_active = 4'b0111; 
            1: anode_active = 4'b1011; 
            2: anode_active = 4'b1101; 
            3: anode_active = 4'b1110; 
            endcase 
        case(num) 
            0: segments = 7'b0000001; 
            1: segments = 7'b1001111; 
            2: segments = 7'b0010010; 
            3: segments = 7'b0000110; 
            4: segments = 7'b1001100; 
            5: segments = 7'b0100100; 
            6: segments = 7'b0100000; 
            7: segments = 7'b0001111;
            8: segments = 7'b0000000; 
            9: segments = 7'b0000100;
            10: segments = 7'b1111110;
            11: segments = 7'b1111111;
            default: segments = 7'b1111111;
        endcase 
    end
endmodule
`timescale 1ns / 1ps
module buttonsCU(input [19:0] bcd, input BTNR, input BTNL, input clk, output [3:0] right, output [3:0] middle, output [3:0] left);
reg [1:0] state, next;
parameter [1:0] DISPLAY_MODE1 = 2'b00, DISPLAY_MODE2 = 2'b01, DISPLAY_MODE3 = 2'b10;
initial begin
  state = DISPLAY_MODE1;
end
always @(BTNR, BTNL) begin
  case (state)
    DISPLAY_MODE1: begin
      if (BTNL) begin
        next = DISPLAY_MODE2;
      end else begin 
        next = DISPLAY_MODE1;
      end
    end
    DISPLAY_MODE2: begin
      if (BTNR) begin
        next = DISPLAY_MODE1;
      end else if (BTNL) begin
        next = DISPLAY_MODE3;
      end else begin 
        next = DISPLAY_MODE2;
      end
    end
    DISPLAY_MODE3: begin
      if (BTNR) begin
        next = DISPLAY_MODE2;
      end else begin
        next = DISPLAY_MODE3;
      end
    end
  endcase
end
always @(posedge clk) begin
    state <= next;
end
assign right = (state == DISPLAY_MODE1) ? bcd[3:0] : 
              ((state == DISPLAY_MODE2) ? bcd[7:4] : bcd[11:8]); 
assign middle = (state == DISPLAY_MODE1) ? bcd[7:4] : 
               ((state == DISPLAY_MODE2) ? bcd[11:8] : bcd[15:12]); 
assign left = (state == DISPLAY_MODE1) ? bcd[11:8] : 
             ((state == DISPLAY_MODE2) ? bcd[15:12] : bcd[19:16]); 
endmodule
`timescale 1ns / 1ps
module  clk_divider#(parameter n = 5000)(
    input clk_in,
    input rst,
    output reg clk_out
);
reg [31:0] count;
always @ (posedge clk_in or posedge rst) begin
    if (rst) begin
        count <= 0;
        clk_out <= 0;
    end
    else begin
        if (count == n - 1) begin
            count <= 0;
            clk_out <= ~clk_out;
        end
        else begin
            count <= count + 1;
        end
    end
end
endmodule
`timescale 1ns / 1ps
module debouncer(input clk, rst, in, output out);
reg q1,q2,q3;
always@(posedge clk, posedge rst) begin
if(rst == 1'b1) begin
q1 <= 0;
q2 <= 0;
q3 <= 0;
end
else begin
q1 <= in;
q2 <= q1;
q3 <= q2;
end
end
assign out = (rst) ? 0 : q1&q2&q3;
endmodule
`timescale 1ns / 1ps
module main(input signal_in, input left_button_in, input right_button_in, input sys_clk, input rst, input [7:0] multiplicand, input [7:0] multiplier, output [6:0] segments,
 output [3:0] anode_active,
  output led
);
    wire clk;
    wire [19:0] bcd;
    wire [15:0] product;
    wire BTNC, BTNR, BTNL;
    wire sign;
    wire [3:0] right_digit ,middle_digit, left_digit;
    clk_divider clkdiv_btnc(sys_clk, rst, clk);
    push_button_detector multiply_pressed(clk, signal_in, rst, BTNC);
    push_button_detector right_pressed(clk, right_button_in, rst, BTNR);
    push_button_detector left_pressed(clk, left_button_in, rst, BTNL);
     assign sign = product[15];
    fsm sm(clk, rst, BTNC, multiplicand, multiplier, product, led);
    assign sign = product[15];
    wire [15:0] mag;
    twos_complement tc(product, mag);
    BCD binary_bcd(sign ? mag[14:0] : product[14:0], bcd);
    buttonsCU bcu(bcd,BTNR, BTNL, clk, right_digit, middle_digit, left_digit);
    reg[1:0] display_enable;
    always @(posedge clk) begin
        display_enable <= display_enable + 1;
        if (display_enable == 2'b11)
            display_enable <= 2'b00;
    end
    reg [3:0] inp;
    always @(posedge clk) begin
        case(display_enable)
            2'b10: inp = right_digit;
            2'b01: inp = middle_digit;
            2'b00: inp = left_digit;
            2'b11: inp = (sign) ? 4'b1010 : 4'b1011;
            default: inp = 4'b0000;
        endcase
    end
    SevenSeg seg(display_enable, inp, segments, anode_active);
endmodule
`timescale 1ns / 1ps
module fsm(input wire clk, input wire  rst, input wire start, input wire  [7:0]   mc, input wire  [7:0]   mp, output reg  [15:0]  pro, output wire done);
    wire        pp;
    reg [7:0]   Y;
    reg         sign_mp;   
    reg [4:0]   iter, nextiter;
    reg [1:0]   state, next;
    localparam  INACTIVE=0, MULTIPLY=1, DONE=2;
    always @(posedge clk or posedge rst)
        if(rst)
            state  <= INACTIVE;
        else 
            state <= next;
    always @*
        case(state)
            INACTIVE    :   if(start) next = MULTIPLY; else next = INACTIVE;
            MULTIPLY :   if(iter == 16) next = DONE; else next = MULTIPLY; 
            DONE    :   if(start) next = MULTIPLY; else next = DONE;
            default :   next = INACTIVE;
        endcase
    always @(posedge clk)
        iter <= nextiter;
    always @*
        case(state)
            INACTIVE:   nextiter = 0;
            MULTIPLY:   nextiter = iter + 1;
            DONE:   nextiter = 0;
            default:   nextiter = 0;
        endcase
    always @(posedge clk or posedge rst)
        if(rst)
            sign_mp <= 1'b0;
        else if(start)
            sign_mp <= mp[7];   
    always @(posedge clk or posedge rst)
        if(rst)
            Y <= 8'b0;
        else if(start)
            Y <= mp;
        else if(state==MULTIPLY) begin
            if(iter >= 7)
                Y <= {sign_mp, Y[7:1]};
            else
                Y <= {Y[7], Y[7:1]};   
        end
    always @(posedge clk)
        if(start | rst)
            pro <= 16'b0;
        else if(state==MULTIPLY)
            pro <= {pp, pro[15:1]};
    wire si = (state==MULTIPLY) ? Y[0] : 1'b0;
    spm spm8(.clk(clk),.rst(rst),.x(mc),.y(si),.p(pp));
    assign done = (state == DONE);
endmodule
`timescale 1ns / 1ps
module push_button_detector(input clk, x, reset, output z);
    wire debouncerout;
    wire syncout;
    debouncer debound(clk, reset, x, debouncerout);
    synchronizer synch(clk, debouncerout, syncout);
    rising_edge edgedetector(clk, reset, syncout, z);
endmodule
`timescale 1ns / 1ps
module rising_edge(input clk, rst, w, output z);
reg [1:0] state, nextState;
parameter [1:0] low=2'b00, Edge=2'b01, high=2'b10;  
always @ (w or state) begin
case (state)
low: if (w==0) nextState = low;
else nextState = Edge;
Edge: if (w==0) nextState = low;
else nextState = high;
high: if (w==0) nextState = low;
else nextState = high;
default: nextState = low;
endcase
end
always @ (posedge clk or posedge rst) begin
if(rst) state <= low;
else state <= nextState;
end
assign z = (state == Edge);
endmodule
`timescale 1ns / 1ps
module synchronizer (
input clk, 
input sig,
output sig1
);
reg meta; 
reg sig1_reg;
always @(posedge clk) begin
 meta <= sig;
 sig1_reg <= meta;
end
 assign sig1 = sig1_reg;
endmodule
`timescale 1ns / 1ps
module spm (input wire clk, input wire  rst, input wire  y, input wire [7:0]   x, output wire p);
    wire[7:1] pp;
    genvar i;
    CSADD csa0 (clk, rst, (x[0]&y), (pp[1]), (p));
    generate 
        for(i=1; i<7; i=i+1) begin
            CSADD csa (.clk(clk), .rst(rst), .x(x[i]&y), .y(pp[i+1]), .sum(pp[i]));
        end 
    endgenerate
    TCMP tcmp (.clk(clk), .rst(rst), .a(x[7]&y), .s(pp[7]));
endmodule
module CSADD(input wire clk, input wire rst,input wire x, input wire y,output reg  sum);
    reg sc;
    wire hsum1, hco1;
    wire hsum2, hco2;
    assign hsum1 = y ^ sc;
    assign hco1 = y & sc;
    assign hsum2 = x ^ hsum1;
    assign hco2 = x & hsum1;
    always @(posedge clk or posedge rst) begin
        if (rst) begin
            sum <= 1'b0;
            sc <= 1'b0;
        end
        else begin
            sum <= hsum2;
            sc <= hco1 ^ hco2;
        end
    end
endmodule
module TCMP (input wire clk, input wire rst,input wire a, output reg  s);
    reg z;
    always @(posedge clk or posedge rst) begin
        if (rst) begin
            s <= 1'b0; z <= 1'b0;
        end
        else begin
            z <= a | z; s <= a ^ z;
        end
    end
endmodule
`timescale 1ns / 1ps
module twos_complement(
    input [14:0] in,
    output [14:0] out);
        assign out = ~in + 1 ;
endmodule
```
**design/flow/config.mk**
```make
export PLATFORM = sky130hd
export DESIGN_NAME = main
export DESIGN_NICKNAME = main
export VERILOG_FILES = /design/flow/design.v
export SDC_FILE = /design/flow/constraint.sdc
export NUM_CORES = 4
export LEC_CHECK = 1
export CORE_UTILIZATION = 40
```
**design/flow/run.sh**
```bash
#!/bin/bash
# OpenROAD 26Q1-2900-gdf79404cd8, Yosys 0.63+post, stock flow scripts
make -C /OpenROAD-flow-scripts/flow DESIGN_CONFIG=/design/flow/config.mk WORK_HOME=/design/flow/orfs finish
```
==> metrics.cfg <==
[global_routing]
grt_pass1_vias = 7144
grt_max_degree = 82
grt_usage_pct = 16.9
antenna_found_initial = 0
grt_pass1_wl_um = 34000
grt.overflow.total = 0

[clocking]
cts-resized-gates = 0
htreeDepth = 2
cts_made_buffers = 5
cts_hold_buffers = 0
clockRootBuffer = clkbuf_16
cts_buffer_depth = 2
post_cts_buffers = 0
clk_pin_slew_worst_paths_ns = 0.05
clk_latency_ns = 0.27
cts_tree = built

[power]
p_leak_nw = 4.03
total_power_w = 0.000376
power.share.switching_pct = 19.1
combPwrFrac_pct = 4.9
p_per_area_nw_per_um2 = 37.2
ir_drop_v = 0.000119
switchingPower_w = 0.0000719
cellInternalPower_w = 0.000304
clkPwrFrac_pct = 51.1
power_frac_seq_pct = 44.0

[timing]
unconstrained_endpoints = 95
tns_ns = 0
max-slew-margin-rel_pct = 40.1
maxSlewViolCount = 0
rsz0062_at_grt = false
fin_crit_ns = 2.85
hold_ws_ns = 0.460
worst_slew_pin_slew_ns = 0.896
unclocked_pins = 83
hold_violations = 0
finalSetupViolCount = 0
max_freq_mhz = 350
fin_worst_skew_ns = 0.00540
post-route-period-util_pct = 35.2

[cells_and_area]
mostFrequentLayoutCells = nor2_1, nand2_1, dfrtp_1, a21oi_1, inv_1
drive_gt1_share_pct = 9.29
largest_reg_flops = 32
lay_top_count = nor2_1
area.growth.synth_to_final_pct = 7.61
utilization_pct = 44.3
regMostFlops = clkdiv_btnc.count
biggestRegsByFlops = clkdiv_btnc.count x32, sm.pro x16, sm.Y x8

[synthesis]
netlist-cell-type-count = 122
synth_chip_area_um2 = 9400
mux_area_share_pct = 7.92
yosys-stat-cells = 1085
yosys_warnings = 13
syn-mean-instance-area_um2 = 8.66
ys_sh_xor_pct = 6.15
ff_type = dfrtp_1
edf_count = 0
synth_area_um2 = 9400
compound_area_share_pct = 23.5
numSynthFlops = 116
synthArstFlopShare_pct = 65.5
synthCells = 1085
yosys.area_share.adder_pct = 7.83
topCombFamilyByArea = AND-OR/OR-AND gates
simple_gate_share_pct = 21.5

[floorplanning]
initial_utilization_pct = 41.2
core_um2 = 22800
fp.dieW_um = 155
die_h_um = 155
ios = 33
rows = 55
chip_area_um2 = 24100

[place]
place.gp.congestion = 0.882
dp_hpwl_um = 14600
port_buffers = 32

[worst_setup_path]
start_kind = flop
crit_top_cell = and4_1
cp_cell_sequence = and3_1 -> and4_1 -> and4_1 -> nand3_1 -> nor2_1 -> and4_1 -> nand3_1 -> nor2_1 -> and4_1 -> nand3_1 -> nor2_1 -> xor2_1
crit_path_max_incr_delay_ns = 0.38
crit_fanout = 4
worst_path_max_delay_cell = dfrtp_1
end_kind = flop
critPathArrivalTime_ns = 3.05
crit_required_ns = 8.29
critPathKind = flop to flop

[run]
maxCapViolCount = 0
warning_count = 46

[status]
status = complete, no violations

[detailed_routing]
wl_per_cell_um = 13.6
drt_wl_total_um = 19100
drt_iter0_drc = 403
postRouteAntennaNets = 0
drcViolationCount = 0
diodes = 0
vias_per_cell = 5.56
firstDrtPassIters = 5
vias = 7787

[worst_hold_path]
hp-class = flop to flop

layout make-up:
type	instances	area, µm²
fill	2251	12700
multi-input combinational	868	6280
sequential	116	2700
tap	313	392
timing repair buffer	39	373
inverter	56	213
clock buffer	7	153
clock inverter	1	5.00
per-layer routing:
layer	GRT usage (%)	part of all wire [%]
met1	27.6	52
met2	25.8	44
met3	1.19	2.6
met4	1.45	0.82
met5	0	0
power by group through the flow:
stage	clock, W	combinational, W	sequential [W]
final	0.000192	0.0000185	0.000165
after global routing	0.000205	0.0000214	0.000165
after CTS	0.000198	0.0000195	0.000165
Yosys cell counts (13+ instances only):
| cell | count | area [µm²] |
|---|---|---|
| a211oi_1 | 15 | 113 |
| a21oi_1 | 54 | 270 |
| a31oi_1 | 15 | 93.8 |
| and2_1 | 14 | 87.6 |
| and3_1 | 21 | 131 |
| clkbuf_1 | 28 | 105 |
| dfrtp_1 | 72 | 1800 |
| dfxtp_1 | 38 | 761 |
| ha_1 | 46 | 576 |
| inv_1 | 52 | 195 |
| mux2i_1 | 45 | 450 |
| nand2_1 | 75 | 282 |
| nand3_1 | 40 | 200 |
| nand4_1 | 14 | 87.6 |
| nor2_1 | 96 | 360 |
| nor3_1 | 26 | 130 |
| nor4_1 | 13 | 81.3 |
| o211ai_1 | 15 | 113 |
| o21ai_0 | 48 | 240 |
| o21ai_1 | 13 | 65.1 |
| xnor2_1 | 45 | 394 |
| xor2_1 | 16 | 140 |
path summary, 6_finish.rpt:
path                            cells past startpoint                               to                            start  slack [ns]
worst max-delay path                               12  clkdiv_btnc.count[31]$_DFF_PP0_   clkdiv_btnc.count[7]$_DFF_PP0_        5.25
worst min-delay path                                1  clkdiv_btnc.clk_out$_DFFE_PP0N_  clkdiv_btnc.clk_out$_DFFE_PP0N_        0.46
worst max register to register                     12  clkdiv_btnc.count[31]$_DFF_PP0_   clkdiv_btnc.count[7]$_DFF_PP0_        5.25
worst min register to register                      1  clkdiv_btnc.clk_out$_DFFE_PP0N_  clkdiv_btnc.clk_out$_DFFE_PP0N_        0.46
max in group asynchronous                           3   clkdiv_btnc.count[7]$_DFF_PP0_                              rst        5.43
min in group asynchronous                           2  clkdiv_btnc.count[17]$_DFF_PP0_                              rst        1.72
kinds of logic after synthesis:
kind of cell    Yosys count
xor+xnor                 63
flops                   114
buf+inv                 101
fa+ha+maj                55
mux                      67
latches                   2
simple gates            383
compound gates          300
critical path: cells and delay by family, from the launching register on:
kind	cells	cell delay [ns]
DFF	1	0.38
and+or+nand+nor	11	2.22
xor gates and xnor gates	1	0.16
through the flow:
| step | worst slack [ns] | std cells | cell area (µm²) |
|---|---|---|---|
| after floorplan | 4.51 | 1085 | 9400 |
| after detailed placement | 5.04 | 1392 | 9960 |
| after CTS | 5.24 | 1400 | 10100 |
| final | 5.25 | 1400 | 10100 |
| after global routing | 4.83 | 1400 | 10100 |
| after global placement | 5.04 | 1392 | 9960 |
Power is estimated from default activity; no workload was simulated.
